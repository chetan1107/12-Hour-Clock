[run.sh]
#!/bin/bash
# OpenROAD 26Q1-2900-gdf79404cd8, Yosys 0.63+post, stock flow scripts
make -C /OpenROAD-flow-scripts/flow DESIGN_CONFIG=/design/flow/config.mk WORK_HOME=/design/flow/orfs finish
[config.mk]
export PLATFORM = sky130hd
export DESIGN_NAME = top_module
export DESIGN_NICKNAME = top_module
export VERILOG_FILES = /design/flow/design.v
export SDC_FILE = /design/flow/constraint.sdc
export NUM_CORES = 4
export LEC_CHECK = 1
export CORE_UTILIZATION = 30
[constraint.sdc]
current_design top_module

set clk_period 2.8
set clk_io_pct 0.2

create_clock -name clk0 -period $clk_period [get_ports {clk}]

set non_clock_inputs [all_inputs -no_clocks]
set_input_delay [expr $clk_period * $clk_io_pct] -clock clk0 $non_clock_inputs
set_output_delay [expr $clk_period * $clk_io_pct] -clock clk0 [all_outputs]
[design.v]
module top_module(
    input clk,
    input reset,
    input ena,
    output pm,
    output [7:0] hh,
    output [7:0] mm,
    output [7:0] ss
);
    reg [3:0] sec0, sec1;
    reg [3:0] min0, min1;
    reg [3:0] hour0, hour1;
    always @(posedge clk)
    begin
        if (reset)
            pm <= 0;
        else if ((hour0 == 4'd1) && (hour1 == 4'd1) && (min1 == 4'd5) && (min0 == 4'd9) && (sec1 == 4'd5) && (sec0 == 4'd9))
            pm <= ~pm;
    end
    always @(posedge clk)
    begin
        if (reset)
            sec0 <= 0;
        else if (ena)
        begin
            if (sec0 == 4'd9)
                sec0 <= 4'd0;
            else
                sec0 <= sec0 + 1;
        end
    end
    always @(posedge clk)
    begin
        if (reset)
            sec1 <= 0;
        else if (ena)
        begin
            if ((sec1 == 4'd5) && (sec0 == 4'd9))
                sec1 <= 4'd0;
            else if (sec0 == 4'd9)
                sec1 <= sec1 + 1;
        end
    end
    always @(posedge clk)
    begin
        if (reset)
            min0 <= 0;
        else if (ena)
        begin
            if ((min0 == 4'd9) && (sec1 == 4'd5) && (sec0 == 4'd9))
                min0 <= 4'b0;
            else if ((sec1 == 4'd5) && (sec0 == 4'd9))
                min0 <= min0 + 1;
        end
    end
    always @(posedge clk)
    begin
        if (reset)
            min1 <= 0;
        else if (ena)
        begin
            if ((min1 == 4'd5) && (min0 == 4'd9) && (sec1 == 4'd5) && (sec0 == 4'd9))
                min1 <= 4'd0;
            else if ((min0 == 4'd9) && (sec1 == 4'd5) && (sec0 == 4'd9))
                min1 <= min1 + 1;
        end
    end
    always @(posedge clk)
    begin
        if (reset)
            hour0 <= 4'd2;
        else if (ena)
        begin
            if ((sec1 == 4'd5) && (sec0 == 4'd9) && (min1 == 4'd5) && (min0 == 4'd9))
            begin
                if ((hour0 == 4'd9) && (hour1 == 4'd0))
                    hour0 <= 4'd0;
                else if ((hour0 == 4'd2) && (hour1 == 4'd1))
                    hour0 <= 4'd1;
                else
                    hour0 <= hour0 + 1;
            end
        end
    end
    always @(posedge clk)
    begin
        if (reset)
            hour1 <= 4'd1;
        else if (ena)
        begin
            if ((hour1 == 4'd1) && (hour0 == 4'd2) && (sec1 == 4'd5) && (sec0 == 4'd9) && (min1 == 4'd5) && (min0 == 4'd9))
                hour1 <= 4'd0;
            else if ((sec1 == 4'd5) && (sec0 == 4'd9) && (min1 == 4'd5) && (min0 == 4'd9) && (hour0 == 4'd9))
                hour1 <= hour1 + 1;
        end
    end
    assign ss = {sec1, sec0};
    assign mm = {min1, min0};
    assign hh = {hour1, hour0};
endmodule
==> results.cfg <==
; synthesis and place-and-route metrics
[status]
outcome = completed

[global_routing]
antenna_found_initial = 0
grt_first_pass_wirelength_mm = 4.86
grt_max_degree = 18
grt-ovfl-total = 0
grt_use_total_pct = 12.2
grt_pass1_vias = 1072

[job]
tool_warnings = 32
cap_violations = 0

[power_and_ir_drop]
leakage_nw = 0.646
vdd_ir_drop_max_uv = 151
pwr_density_cell_mw_per_mm2 = 339

[die]
die_h_um = 69.9
rows = 24
fp_util_pct = 31.5
die_area_mm2 = 0.00488
fp.dieW_um = 69.9
ioPinCount = 28
core-area_mm2 = 0.00438

[logic_synthesis]
synth_cells = 165
ys_seq_share_pct = 36.2
edf_count = 0
topCellsByArea = dfxtp_1, ha_1, a21oi_1, o21ai_0, nand2_1
syn_area_mm2 = 0.00138
flop_cell = dfxtp_1
syn_avg_cell_area_um2 = 8.38
synth_cell_types = 36
synth_warnings = 3
top_cells_by_count = dfxtp_1, a21oi_1, nand2_1
yosysChipArea_mm2 = 0.00138
yosys_cells = 165
yosysMostFrequentCell = dfxtp_1
synth_top_area_share_pct = 36.2
async_flop_share_pct = 0
ys.flops = 25
synth_area_leader_cell = dfxtp_1

[placement]
dp_hpwl_mm = 2.05
dp_slack_ns = 0.282
io_buffers = 27
routabilityCongestion = 0.827

[sta]
finalClockSkew_ns = 0.00252
fin_tns_setup_ns = 0
drv_slew = 0
fin_crit_ns = 2.25
tightest_slew_ns = 0.484
finalSetupViolCount = 0
finalWorstSetupSlack_ns = 0.548
hold_viol_final = 0
rsz0062_at_grt = no
finalClockPeriodUsage_pct = 80.4
slew_headroom_pct = 67.5
timing.fmax_ghz = 0.444

[routing]
wl_per_cell_um = 11.5
drtPass1Iterations = 4
drt_iter0_markers = 33
diodes = 0
via_per_inst = 4.96
vias = 1216
wl_mm = 2.82
drc = 0
drt.antenna.violating_nets = 0

[finish]
area_growth_pct = 27.2
drive_above_1_share_pct = 4.15

[min_path]
hold_class = reg -> reg
min-delay-start = hour1[3]$_SDFFE_PP0P_

[cts]
hold_buffers = 0
cts_htree_levels = 1
cts_sinks = 25
clock_latency_ns = 0.26
cts-buffers-inserted = 3
cts_tree = built
post-cts-setup-buffer-count = 0
clk_path_buf_depth = 2
cts_root_buf = clkbuf_8
clkTransAtPathRegs_ns = 0.08
ctsResizeCount = 0

[setup_path]
cp-start-kind = primary input
cp_data_required_time_ns = 3.00
reg2reg_from = sec1[0]$_SDFFE_PP0P_
critical_path_class = in -> reg
crit_end = hour1[3]$_SDFFE_PP0P_
arrival_ns = 2.45
cp_max_fo = 13
endpoint_kind = flip-flop
rrSetupSlack_ns = 0.71
reg2regPathDepth = 5
regToRegEndpoint = hour1[3]$_SDFFE_PP0P_
cp-startpoint = ena
-- registers in the layout (all words and copies together) (netlist names) --
| signal | cells |
|---|---|
| sec0 | 4 |
| pm | 1 |
| hour0 | 4 |
| min1 | 4 |
| hour1 | 4 |
| min0 | 4 |
| sec1 | 4 |
-- power breakdown --
group,leakage [nW],internal [mW],switching (mW)
Clock,0.0228,0.102,0.108
Sequential,0.202,0.358,0.00470
Combinational,0.422,0.0119,0.0117
-- how the worst min path moves through the flow --
stage,to,slack [ns],cells after the start
6_report,hour1[3]$_SDFFE_PP0P_,0.51,2
5_1_grt,hour1[3]$_SDFFE_PP0P_,0.54,2
4_1_cts,sec1[3]$_SDFFE_PP0P_,0.52,2
-- cell families after synthesis --
kind of cell / share of synthesized area (%)
AND-OR/OR-AND: 13.9
adder cells (fa/ha/maj): 10.9
AND/OR/NAND/NOR: 30.8
buffers and inverters: 4.07
flip-flops: 36.2
XOR/XNOR: 1.90
multiplexers: 2.26
-- cell usage in the layout (no fill, tap or decap), types with 2 or more instances in the layout --
master	n
clkdlybuf4s50_1	27
dfxtp_1	25
a21oi_1	17
nand2_1	14
o21ai_0	12
ha_1	12
inv_1	10
nor2_1	10
nand3_1	8
or3_1	7
nor3_1	4
and3b_1	4
nand3b_1	3
nand4b_1	3
nand4_1	3
nor2b_1	3
or4_1	3
clkbuf_8	3
and3_1	2
xor2_1	2
mux2i_1	2
buf_4	2
-- cell type report --
cell class	instances	area, µm²
multi-input combinational	125	826
sequential	25	500
clock buffer	4	45.0
inverter	10	37.5
tap	52	65.1
fill	446	2630
timing repair buffer	29	285
-- worst max-delay path: stages --
cell	delay [ns]
clkdlybuf4s50_1	0.55
nand4b_1	0.15
or4_4	0.52
or4_1	0.52
a21oi_1	0.15
-- metal layers --
metal / track usage [%] / wire length [µm]
met5: 0 / 0
met2: 18.3 / 1200
met3: 1.90 / 101
met4: 1.56 / 22
met1: 19.5 / 1500
-- per-stage QoR --
step	std cells	hold WS [ns]	util [%]	cell area, µm²	total power [mW]
floorplan	165	0.453	-	1380	0.382
CTS	245	0.516	40.1	1760	0.615
finish	245	0.510	40.1	1760	0.596
global placement	241	0.495	39.1	1710	0.395
global route	245	0.544	40.1	1760	0.626
detailed placement	241	0.499	39.1	1710	0.395
Power is estimated from default activity; no workload was simulated.
