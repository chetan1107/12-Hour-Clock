[design/flow/config.mk]
export PLATFORM = sky130hd
export DESIGN_NAME = top_module_clk
export DESIGN_NICKNAME = top_module_clk
export VERILOG_FILES = /design/flow/design.v
export SDC_FILE = /design/flow/constraint.sdc
export NUM_CORES = 4
export LEC_CHECK = 1
export CORE_AREA = 10 10 75 75
export DIE_AREA = 0 0 85 85
[design/flow/constraint.sdc]
current_design top_module_clk

set clk_period 2.0
set clk_io_pct 0.2

create_clock -name clk0 -period $clk_period [get_ports {clk}]

set non_clock_inputs [all_inputs -no_clocks]
set_input_delay [expr $clk_period * $clk_io_pct] -clock clk0 $non_clock_inputs
set_output_delay [expr $clk_period * $clk_io_pct] -clock clk0 [all_outputs]
[design/flow/design.v]
module top_module_clk(
    input clk,
    input reset,
    input ena,
    output reg pm,
    output reg  [7:0] hh,
    output reg [7:0] mm,
    output  reg [7:0] ss); 
wire ena_ss,ena_mm,ena_hh,resetss,resetmm;    
    wire  [7:0] hhh,mmm,sss;
    reg [5:0] load;
    reg [23:0] d;
    always @(*) begin          
         ss<=sss;
         mm<=mmm;
         hh<=hhh;
        if(reset) begin
             pm<=0;
            load<=6'b111111;
            d<=24'h120000;
        end
        else if(ena & ({hh,mm,ss}=={8'h11,8'h59,8'h59}))begin
            load<=6'b110000;
            d<=24'h120000;     
        end
        else if(ena & ({hh,mm,ss}=={8'h12,8'h59,8'h59}))begin
            load<=6'b110000;
            d<=24'h010000;     
        end
        else begin
            load<=0;
        end
    end
    always @(posedge clk) begin 
        pm <= (ena & ({hh,mm,ss}=={8'h11,8'h59,8'h59}))^pm;
    end
    assign ena_ss = sss[0] & sss[3] ;
    assign resetss = (sss==8'h59)?1'b1:1'b0; 
    bcd_counter ss0 (clk,resetss,load[0],d[3:0],ena,sss[3:0]);
    bcd_counter ss1 (clk,resetss,load[1],d[7:4],(ena_ss & ena),sss[7:4]);
    assign ena_mm = mmm[0] & mmm[3] & resetss;
    assign  resetmm = ((mmm==8'h59) & resetss)?1'b1:1'b0;
    bcd_counter mm0 (clk,resetmm,load[2],d[11:8],(resetss & ena),mmm[3:0]);
    bcd_counter mm1 (clk,resetmm,load[3],d[15:12],(ena_mm & ena),mmm[7:4]);
    assign ena_hh = hhh[0] & hhh[3] & resetss & resetmm;
    bcd_counter hh0 (clk,resethh,load[4],d[19:16],(resetmm & ena),hhh[3:0]);
    bcd_counter hh1 (clk,resethh,load[5],d[23:20],(ena_hh & ena),hhh[7:4]);
endmodule
module bcd_counter(
input clk,
input reset,
input load,
input [3:0] d,
input enable,
output reg [3:0] q);
    always @(posedge clk) begin
        if(reset | (q==9 & enable))
            q<=0;
        else if(load)
            q<=d;
        else if(enable)
            q<=q+1;  
    end
endmodule
[design/flow/run.sh]
#!/bin/bash
# OpenROAD 26Q1-2900-gdf79404cd8, Yosys 0.63+post, stock flow scripts
make -C /OpenROAD-flow-scripts/flow DESIGN_CONFIG=/design/flow/config.mk WORK_HOME=/design/flow/orfs finish
==> summary.txt <==
vertical extent of the die = 85 um
CTS tree = yes
hold_ws = 0.566 ns
total antenna diodes in the routed design = 0
Final Slew Violations = 0
PostCTS Resize Cnt = 0
DRC violation count after routing = 0
Placed Instances = 171
H-Tree Level Count = 1
wire length after detailed routing = 1960 um
fraction of the cycle the final worst path needs = 87.9%
site row count = 23
delay contributed by the slowest stage of the critical path = 0.43 ns
insertion delay to the later sink of the worst-skew pair = 0.25 ns
min setup slack post-route = 0.242 ns
MaxCap Viol Count = 0
post-detail-place hpwl = 1550 um
initial drt markers = 32
synthesized instance count = 102
synthesis warning total = 6
critical path launch point type = register
core footprint = 4060 um2
Horiz. Die Dim = 85 um
worst setup timing slack at the placement stage = 0.112 ns
synth-to-layout area growth = 28.8%
global-route wire length before repair = 3350 um
number of antenna violations at the first check in global routing = 0
final-report hold violation count = 0
power per unit of standard cell area = 548 nW/um2
Synth Seq Share = 34.5%
Tmin final = 1.76 ns
Worst Setup End Kind = register
total power = 0.000655 W
setup TNS = 0 ns
CP cell instances = inv_1 > ha_1 > nand3b_1 > nor2_2 > or3_1 > a211oi_1
OpenROAD warnings = 29
all-layer global routing usage = 5.49%
setup bufs post-CTS = 0
number of buffers and inverters on the critical path = 1
via count = 705
Final ANT Viol Nets = 0
buffer cell driving the clock tree root = sky130_fd_sc_hd__clkbuf_8
worst vdd ir = 0.000275 V
class of the worst hold path = reg2reg
average wire per cell in the routed design = 11.2 um
Slowest-stage cell, CP = sky130_fd_sc_hd__or3_1
FP Util = 22.9%
achievable frequency = 569 MHz
maximum number of pins on one net before global-route repair = 10
Netlist Area Pre-Place = 928 um2
worst setup path category = reg2reg
number of input and output port buffers inserted = 18
setup clock skew after layout = 0.00485 ns
post-synthesis area per instance = 9.10 um2
leakage power = 0.438 nW
Pre-Repair DR Iteration Count = 4
final setup violation count = 0
yosys cell count = 102
family with the most delay on the worst path = simple AND/OR/NAND/NOR gates
Unique cell types = 30
count of state elements after synthesis = 16
outcome = completed
post-synthesis chip area from yosys = 928 um2
total I/O pin count = 28
clock tree sinks = 16
Chip Area = 7230 um2
proportion of layout cells with a drive suffix above 1 = 11.2%
overall overflow remaining after global route = 0
Worst-path clk slew = 0.07 ns
Worst EP arrival = 1.92 ns
final weighted congestion of routability-driven global placement = 0.819
highest net fanout along the worst path = 7
hold buffer count at cts = 0
number of global-route vias before repair = 706
number of vias per cell = 4.03
maximum root-to-sink buffer count = 2
worst setup slack for register-to-register paths = 0.24 ns
required time of the critical path = 2.17 ns
CTS Buf Count = 3
Post-Layout Cell Count = 175
unrepaired setup endpoints after global routing = no
synthesized netlist by cell type, drive strengths merged:
master / n / area share [%]
buf: 11 / 9.7
xor2: 4 / 3.8
a31o: 1 / 0.94
nand3b: 4 / 3.2
ha: 8 / 11
xnor2: 7 / 6.6
conb: 1 / 0.40
a311oi: 1 / 0.94
nor2: 17 / 7.1
and3: 1 / 1.2
and4b: 1 / 1.1
inv: 7 / 2.8
nand2b: 2 / 1.3
dfxtp: 16 / 35
nor3: 2 / 1.6
a21o: 1 / 0.81
o22ai: 1 / 0.67
a211oi: 4 / 3.8
nor4: 3 / 2.0
nand3: 2 / 1.1
nand4: 2 / 1.3
a41oi: 1 / 0.94
a21oi: 1 / 0.54
nand2: 2 / 0.81
or3: 2 / 1.9
registers in the layout (all words and copies together), names as in the netlist:
signal / cells
mm0.q: 4
mm1.q: 4
ss0.q: 4
ss1.q: 4
final timing paths:
kind         endpoint  startpoint  cells past startpoint
min reg2reg  ss0.q[2]    ss0.q[2]                      2
max          ss0.q[1]    ss0.q[1]                      6
max reg2reg  ss0.q[1]    ss0.q[1]                      6
min          ss0.q[2]    ss0.q[2]                      2
cell type report:
cell class                      count  area (um2)
Sequential cell                    16         320
Multi-Input combinational cell     76         522
Clock buffer                        4        55.1
Inverter                            7        26.3
Fill cell                         410        2860
Timing Repair Buffer               22         210
Tap cell                           50        62.6
kinds of logic (layout without fill, tap and decap cells):
logic type | count (synthesis) | in the layout | synth area share, %
simple gates | 38 | 38 | 22.8
buf+inv | 18 | 33 | 12.5
flops | 16 | 16 | 34.5
xor+xnor | 11 | 11 | 10.4
compound gates | 10 | 10 | 8.63
fa+ha+maj | 8 | 8 | 10.8
other cells | 1 | 9 | 0.404
per-layer routing:
layer / vias up / part of all wire, % / track usage (%)
li1: 372 / - / -
met1: 310 / 49 / 7.47
met2: 21 / 38 / 7.29
met3: 2 / 12 / 3.76
met4: 0 / 0.51 / 0.299
met5: - / 0 / 0
metrics by stage:
stage	util, %	area (um2)
4_1_cts	29.5	1200
5_1_grt	29.5	1200
6_report	29.5	1200
3_3_place_gp	28.1	1140
2_1_floorplan	-	958
3_5_place_dp	28.1	1140
power by group:
part / internal (W) / switching, W / total, W
Clock: 0.000175 / 0.000112 / 0.000287
Sequential: 0.000323 / 0.00000735 / 0.000331
Combinational: 0.0000217 / 0.0000164 / 0.0000380
cell usage in the layout, fill, tap and decap left out, types with 2 or more instances in the layout:
| cell | synthesis | final |
|---|---|---|
| sky130_fd_sc_hd__conb_1 | 1 | 9 |
| sky130_fd_sc_hd__nand3b_1 | 4 | 4 |
| sky130_fd_sc_hd__dfxtp_1 | 16 | 16 |
| sky130_fd_sc_hd__nor4_1 | 3 | 3 |
| sky130_fd_sc_hd__buf_4 | 9 | 4 |
| sky130_fd_sc_hd__xnor2_1 | 7 | 7 |
| sky130_fd_sc_hd__clkbuf_8 | 0 | 4 |
| sky130_fd_sc_hd__ha_1 | 8 | 8 |
| sky130_fd_sc_hd__inv_1 | 7 | 7 |
| sky130_fd_sc_hd__a211oi_1 | 3 | 3 |
| sky130_fd_sc_hd__nand2_1 | 2 | 2 |
| sky130_fd_sc_hd__nand4_1 | 2 | 2 |
| sky130_fd_sc_hd__nand3_1 | 2 | 2 |
| sky130_fd_sc_hd__clkdlybuf4s50_1 | 0 | 18 |
| sky130_fd_sc_hd__xor2_1 | 4 | 4 |
| sky130_fd_sc_hd__nor2_1 | 16 | 16 |
| sky130_fd_sc_hd__nand2b_1 | 2 | 2 |
worst register-to-register path: stages (launching register included):
cell and delay (ns):
sky130_fd_sc_hd__dfxtp_1 0.41, sky130_fd_sc_hd__inv_1 0.07, sky130_fd_sc_hd__ha_1 0.17, sky130_fd_sc_hd__nand3b_1 0.26, sky130_fd_sc_hd__nor2_2 0.09, sky130_fd_sc_hd__or3_1 0.43
sky130_fd_sc_hd__a211oi_1 0.23
Power and IR drop assume default switching activity.
